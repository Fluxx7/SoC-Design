==> /design/flow/config.mk <==
export PLATFORM = sky130hd
export DESIGN_NAME = ngpbranch
export DESIGN_NICKNAME = ngpbranch
export VERILOG_FILES = /design/flow/design.v
export SDC_FILE = /design/flow/constraint.sdc
export NUM_CORES = 4
export LEC_CHECK = 1
export CORE_AREA = 10 10 70 70
export DIE_AREA = 0 0 80 80
==> /design/flow/design.v <==
module ngpbranch (
    input logic [2:0] brcode,
    input logic [15:0] rx_reg,
    input logic [15:0] ry_reg,
    output logic jmp
);
logic [15:0] x, y;
logic lt, eq, gt;
assign x = sw ? ry_reg : rx_reg;
assign y = sw ? rx_reg : ry_reg;
always_comb begin
    gt = x > y;
    eq = x == y;
    lt = x < y;
    jmp = brcode[2] & gt | brcode[1] & eq | brcode[0] & lt;
end
endmodule
==> /design/flow/run.sh <==
#!/bin/bash
# OpenROAD 26Q1-2900-gdf79404cd8, Yosys 0.63+post, stock flow scripts
make -C /OpenROAD-flow-scripts/flow DESIGN_CONFIG=/design/flow/config.mk WORK_HOME=/design/flow/orfs finish
==> /design/flow/constraint.sdc <==
current_design ngpbranch

set clk_period 3.0
set clk_io_pct 0.2

create_clock -name clk0 -period $clk_period

set non_clock_inputs [all_inputs -no_clocks]
set_input_delay [expr $clk_period * $clk_io_pct] -clock clk0 $non_clock_inputs
set_output_delay [expr $clk_period * $clk_io_pct] -clock clk0 [all_outputs]
==> out/metrics.csv <==
stage,metric,value,unit
place,globalplace.congestion,0.8511,
setup_path,crit_required,2400,ps
die,coreArea,3416,sq um
timing,min_period,2874,ps
timing,hold_violations,0,
place,dp_cells,144,
routing,totalWireLength,1542,um
die,fp_util,13.04,%
final_layout,num-fill-cells,362,
synth,yosysTopAreaCell,ha_1,
synth,topCellsByArea,"ha_1, inv_1, a21oi_1, mux2i_1, nand4_1",
setup_path,cp_slowest_cell,clkdlybuf4s50_1,
die,dieHeight,80,um
die,dieWidth,80,um
synth,top_cells_by_count,"inv_1, ha_1, a21oi_1, nand4_1",
timing,slew_headroom,81.46,%
final_layout,logic_area,525.5,sq um
setup_path,startpoint_type,primary input,
min_path,hp-class,primary input to output port,
synth,netlist_area,445.4,sq um
synth,yosysMostFrequentCell,inv_1,
timing,final_max_slew_viol_count,0,
routing,viasPerCell,3.729,
setup_path,crit_fanout,2,
die,rows,21,
final_layout,drive_gt1_share,29.59,%
routing,drtIter0Drc,2,
global_routing,grt_pass1_vias,563,
routing,antenna-diode-count,0,
global_routing,grt_overflow,0,
global_routing,use_met3,1.591,%
power_and_ir_drop,power_leakage,0.5054,nW
routing,ant_nets,0,
final_layout,clkbuf_count,0,
setup_path,arrival,2270,ps
job,max_cap_viol_count,0,
power_and_ir_drop,fin_total_pwr,0.1282,mW
timing,fin_crit_sh,95.81,%
global_routing,grt_use_total,4.526,%
routing,drc,0,
synth,synth_cell_types,17,
synth,synth_top_area_share,44.94,%
setup_path,cp_cell_sequence,clkdlybuf4s50_1 -> inv_1 -> ha_4 -> a21oi_2 -> o31ai_4 -> a2111oi_4 -> mux2i_1 -> buf_2,
synth,yosys-stat-cells,59,
final_layout,seq_cells,0,
global_routing,grt_start_max_net_pins,4,
run_status,status,"complete, no violations",
routing,wl_per_cell,10.71,um
setup_path,end_kind,output port,
synth,yosysWarningCount,3,
power_and_ir_drop,power_density,124.5,nW/um^2
final_layout,area_growth,131.2,%
final_layout,fin_cells,144,
synth,synth_cells,59,
timing,setup_violations,0,
routing,first_pass_iters,4,
synth,ys_seq_share,0,%
job,warnings,32,
global_routing,grtUsageMet2,7.384,%
clock_tree,cts.hold.buffers_added,0,
die,io_pins,36,
timing,rsz0062_at_grt,false,
setup_path,cpPeakStageDelay,460,ps
synth,ys_chip_area,445.4,sq um
routing,vias,537,
die,chip_area,6400,sq um
global_routing,grtUsageMet1,5.933,%
timing,worst_slew_pin_slew,278.1,ps
global_routing,grt_pass1_wl,2484,um
place,portBuffers,36,
final_layout,seqCellArea,0,sq um
setup_path,path_class,primary input to output port,
power_and_ir_drop,ir_drop,0.00003995,V
clock_tree,cts_setup_buffers,0,
global_routing,antenna_found_initial,0,
timing,max_freq,0.3479,GHz
synth,avgSynthCellArea,7.550,sq um
global_routing,top_usage_layer,met2,
place,hpwlAfterDp,1302,um
cell families after synthesis:
| family | after synthesis | share of synthesized area, % |
|---|---|---|
| multiplexers | 2 | 4.495 |
| buffers and inverters | 17 | 14.33 |
| AND-OR/OR-AND | 13 | 21.91 |
| adder cells (fa/ha/maj) | 16 | 44.94 |
| AND/OR/NAND/NOR | 11 | 14.33 |
stage by stage:
| step | hold slack (ps) | setup WS [ps] | util [%] | setup TNS [ps] | area, sq um |
|---|---|---|---|---|---|
| floorplan | 1291 | 567.8 | - | 0 | 445.4 |
| global placement | 2237 | -544.6 | 25.93 | -544.6 | 885.9 |
| detailed placement | 2241 | -570.5 | 25.93 | -570.5 | 885.9 |
| CTS | 1937 | 0.2762 | 28.28 | 0 | 965.9 |
| global route | 1975 | 0.5949 | 30.15 | 0 | 1030 |
| finish | 1918 | 125.6 | 30.15 | 0 | 1030 |
report_power, final:
| group | switching (mW) | leakage [nW] | total (mW) | internal, mW |
|---|---|---|---|---|
| clock | 0 | 0 | 0 | 0 |
| sequential | 0 | 0 | 0 | 0 |
| combinational | 0.0487 | 0.505 | 0.128 | 0.0794 |
path summary, 6_finish.rpt:
| check | to | start | slack (ps) | cells after the start |
|---|---|---|---|---|
| hold / removal | jmp | brcode[0] | 1920 | 4 |
| setup / recovery | jmp | ry_reg[1] | 130 | 8 |
worst max-delay path, delay by kind of cell:
family / cells / cell delay [ps]
buf+inv: 3 / 630
compound gates: 3 / 610
fa+ha+maj: 1 / 210
mux: 1 / 210
area by class of cell:
cell class                 instances  area share [%]
inverter                          17           6.197
multi-input combinational         42           51.03
tap                               46           5.589
timing repair buffer              39           37.18
placed cells by master (no fill, tap or decap):
master / n
a2111oi_4: 1
a21o_1: 2
a21oi_1: 1
a21oi_2: 6
a31oi_1: 1
and3_1: 1
buf_2: 1
buf_4: 3
clkdlybuf4s50_1: 21
dlygate4sd2_1: 8
dlymetal6s2s_1: 6
ha_1: 7
ha_2: 2
ha_4: 7
inv_1: 12
inv_2: 5
mux2i_1: 2
nand2_1: 2
nand3_1: 1
nand4_1: 3
nand4_2: 1
nor2_1: 1
nor2_4: 1
nor2b_2: 1
o221a_1: 1
o31ai_4: 1
per-layer routing:
layer,vias up,part of all wire [%]
li1,285,-
met1,231,44
met2,21,46
met3,0,10
met4,0,0
met5,-,0
what timing repair did:
action,4_1_cts,5_1_grt
pin swaps,7,7
gates resized,24,17
endpoints found under the setup margin,1,1
Power figures rest on the tool's default switching activity, not on a simulated workload.
