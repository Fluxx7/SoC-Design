[./config.mk]
export PLATFORM = sky130hd
export DESIGN_NAME = decoder
export DESIGN_NICKNAME = decoder
export VERILOG_FILES = /design/flow/design.v
export SDC_FILE = /design/flow/constraint.sdc
export NUM_CORES = 4
export LEC_CHECK = 1
export CORE_UTILIZATION = 50
[./constraint.sdc]
current_design decoder

set clk_period 9.7
set clk_io_pct 0.2

create_clock -name clk0 -period $clk_period

set non_clock_inputs [all_inputs -no_clocks]
set_input_delay [expr $clk_period * $clk_io_pct] -clock clk0 $non_clock_inputs
set_output_delay [expr $clk_period * $clk_io_pct] -clock clk0 [all_outputs]
[./design.v]
module decoder (
    input logic [15:0] instruction,
    input logic [15:0] a_reg,
    input logic [15:0] d_reg,
    input logic [15:0] a_mem_reg,
    output logic [15:0] out,
    output logic jmp,
    output logic [2:0] dst
);
logic [15:0] handle_out;
logic [2:0] handle_dst;
logic handle_jmp;
handler handle (
    .instruction(instruction),
    .a_reg(a_reg),
    .d_reg(d_reg),
    .a_mem_reg(a_mem_reg),
    .out(handle_out),
    .jmp(handle_jmp),
    .dst(handle_dst)
);
always_comb begin
    out = instruction[15] ? handle_out : instruction;
    dst = instruction[15] ? handle_dst : 3'b100;
    jmp = instruction[15] ? handle_jmp : 1'b0;
end
endmodule
module handler (
    input logic [15:0] instruction,
    input logic [15:0] a_reg,
    input logic [15:0] d_reg,
    input logic [15:0] a_mem_reg,
    output logic [15:0] out,
    output logic jmp,
    output logic [2:0] dst
);
logic lt, eq, gt;
logic _unused;
assign _unused = |instruction[15:13] | instruction[11];  
ngalu alu (
    .opcode(instruction[10:8]),
    .zx(instruction[7]),
    .sw(instruction[6]),
    .reg1(d_reg),
    .reg2(instruction[12] ? a_mem_reg : a_reg),
    .outval(out)
);
always_comb begin
    lt = out[15];
    eq = (out == 16'b0);
    gt = ~lt & ~eq;
end
assign dst = instruction[5:3];
assign jmp = (instruction[2] ? lt : 0) | (instruction[1] ? eq : 0) | (instruction[0] ? gt : 0);
endmodule
module ngalu (
    input logic [2:0] opcode,
    input logic zx,
    input logic sw,
    input logic [15:0] reg1,
    input logic [15:0] reg2,
    output logic [15:0] outval
);
logic [15:0] x, y;
assign x = zx ? 16'b0 : (sw ? reg2 : reg1);
assign y = sw ? reg1 : reg2;
always_comb begin
    case (opcode[2])
    1'b0: begin
        case (opcode[1:0])
            2'b00: begin
                outval = x & y; 
            end
            2'b01: begin
                outval = x | y;
            end
            2'b10: begin
                outval = x ^ y;
            end
            2'b11: begin
                outval = ~x;
            end
        endcase
    end
    1'b1: begin
        case (opcode[1:0])
            2'b00: begin
                outval = x + y; 
            end
            2'b01: begin
                outval = x + 16'b1; 
            end
            2'b10: begin
                outval = x + (~y+1);
            end
            2'b11: begin
                outval = x + 16'hffff; 
            end
        endcase
    end
    endcase
end
endmodule
[./run.sh]
#!/bin/bash
# OpenROAD 26Q1-2900-gdf79404cd8, Yosys 0.63+post, stock flow scripts
make -C /OpenROAD-flow-scripts/flow DESIGN_CONFIG=/design/flow/config.mk WORK_HOME=/design/flow/orfs finish
==> flow.log <==
[report] extracting results
INFO  metric layout_top_cell = sky130_fd_sc_hd__clkdlybuf4s50_1
INFO  metric setup_viol = 0
INFO  metric synth_cell_types = approximately 72
INFO  metric final.setup.worst_slack = between 0.5 and 0.6 ns
INFO  metric comb_area = 0.00350 mm²
INFO  metric cp_num_buf_inv = 3
INFO  metric top_logic_cell_family_in_the_synthesized_netlist = AND-OR/OR-AND gates
INFO  metric final_core_utilization = between 60% and 70%
INFO  metric max_cap_violations = 0
INFO  metric layout.filler_cells = 655
INFO  metric endpoint_kind = primary output
INFO  metric startpoint_type = primary input
INFO  metric num_rows = 31
INFO  metric synthDominantCellAreaShare = between 10% and 20%
INFO  metric netlist_area = 0.00386 mm²
INFO  metric yosys_warnings = 3
INFO  metric area_growth_syn_to_fin = 23.1%
INFO  metric arrival_time_of_data_at_the_critical_path_endpoint = 7.17 ns
INFO  metric max_freq = roughly 110 MHz
INFO  metric grt.total_usage = 32.4%
INFO  metric synth.yosys.num_cells = ~550
INFO  metric cts.repair_timing.setup_buffer_count = 0
INFO  metric worst_hold_startpoint = instruction[11]
INFO  metric finalMaxSlewViolations = 0
INFO  metric netlist_instances = about 550
INFO  metric number_of_antenna_violations_at_the_first_check_in_global_routing = 0
INFO  metric cellPowerDensity = ~66 mW/mm²
INFO  metric timing.max_slew.rel_slack = between 40 and 50%
INFO  metric hold_path_class = primary input to primary output
INFO  metric synth_compound_gate_area_share = 31.9%
INFO  metric grt_start_max_net_pins = 39
INFO  metric critPathTopFamily = AND-OR/OR-AND gates
INFO  metric rsz0062_at_grt = no
INFO  metric boundaryPins = approximately 84
INFO  metric drt-vias-per-instance = about 6
INFO  metric synth_sequential_area_ratio = 0%
INFO  metric critPathSlowestCell = sky130_fd_sc_hd__clkdlybuf4s50_1
INFO  metric die-width = roughly 90 µm
INFO  metric tightestPinTransition = 0.838 ns
INFO  metric ys_sh_adder = between 20% and 30%
INFO  metric synth.cellmix.simpleShare = 21.1%
INFO  metric fp.dieH = between 80 and 90 µm
INFO  metric final_hold_viol_count = 0
INFO  metric netlist.top_cell.by_area = sky130_fd_sc_hd__ha_1
INFO  metric post_cts.resized_instances = 0
INFO  metric yosysChipArea = roughly 0.0039 mm²
INFO  metric irDropWorstVdd = between 0.02 and 0.03 mV
INFO  metric worst-setup-path-type = primary input to primary output
INFO  metric min_cycle_time_layout = about 9.1 ns
INFO  metric drtAntennaViolNets = 0
INFO  metric setup-tns-final = 0 ns
INFO  metric fp_util = a little over half
INFO  metric gr-usage-met1 = a little under half
INFO  metric timing.critical_path.from = instruction[12]
INFO  metric total_routed_wirelength = 12800 µm
INFO  metric synth-xor-area-share = 4.54%
INFO  metric worst-path-max-fanout = 14
INFO  metric dp_worst_setup_slack = a little over 0.6 ns
INFO  metric cellLeakagePower = around 2.1 nW
INFO  metric path_cells = clkdlybuf4s50_1 -> buf_4 -> mux2_1 -> mux2i_1 -> o21ai_0 -> ha_1 -> a21o_1 -> a31oi_1 -> a211oi_1 -> o211ai_1 -> a32o_1 -> a211oi_1 -> or4b_1 -> a311oi_1 -> clkdlybuf4s50_1
INFO  metric final-seq-area = 0 µm²
INFO  metric detailedPlacementHpwl = 9810 µm
INFO  metric status = finished, final reports clean
INFO  metric global_route.peak_usage_layer = met2
INFO  metric grt-ovfl-total = 0
INFO  metric core_area = roughly 0.0074 mm²
INFO  metric critical_path.max_stage_delay = about 0.6 ns
INFO  metric drt-pass1-iter-count = 5
INFO  metric clock_buffers = 0
INFO  metric final_cell_mix = sky130_fd_sc_hd__clkdlybuf4s50_1 (84), sky130_fd_sc_hd__nor2_1 (60), sky130_fd_sc_hd__ha_1 (59)
INFO  metric crit_path_drt = roughly 7.8 ns
INFO  metric post_drt_wl_per_cell = around 18 µm
INFO  metric sequential_cell_total = 0
INFO  metric first_iter_violations = between 200 and 300
INFO  metric grt_use_met2 = approximately 54%
INFO  metric fin_total_pwr = about 0.00031 W
INFO  metric gp_routability_congestion = about 0.96
INFO  metric finalCritPeriodShare = a little over nine tenths
INFO  metric grt_pass1_vias = 4079
INFO  metric number_of_antenna_diodes = 0
INFO  metric mux_share = 12.9%
INFO  metric drt_drc_violations_left = 0
INFO  metric dr_total_vias = approximately 4300
INFO  metric global_route.usage.met3 = roughly 4.3%
INFO  metric ys_top_cells_by_area = sky130_fd_sc_hd__ha_1 (19%), sky130_fd_sc_hd__mux2i_1 (6.2%), sky130_fd_sc_hd__nor2_1 (5.8%), sky130_fd_sc_hd__inv_1 (5.4%), sky130_fd_sc_hd__a21oi_1 (4.5%)
INFO  metric cts_hold_buffers = 0
INFO  metric drive_gt1_share = approximately 6.4%
INFO  metric port_buffers = 84
INFO  metric grt_pass1_wl = 20900 µm
INFO  metric fp.dieArea = 0.00808 mm²
INFO  metric warnings = 62
INFO  metric syn_area_per_cell = roughly 7.0 µm²
synthesized netlist by cell type, drive strengths merged, types with 2 or more instances:
| library cell | number |
|---|---|
| a21o | 8 |
| a31oi | 6 |
| nand2b | 10 |
| nand2 | 32 |
| o31ai | 3 |
| o22ai | 5 |
| buf | 15 |
| nand4b | 2 |
| nand4 | 4 |
| a211o | 10 |
| clkbuf | 14 |
| and2 | 3 |
| nand3b | 2 |
| a221oi | 7 |
| a21oi | 36 |
| nand3 | 13 |
| a211oi | 17 |
| nor3 | 10 |
| nor4 | 2 |
| o2bb2ai | 2 |
| a222oi | 2 |
| mux4 | 4 |
| xor2 | 4 |
| o311a | 6 |
| o2111ai | 3 |
| o21a | 3 |
| and4 | 3 |
| inv | 57 |
| ha | 59 |
| a32oi | 2 |
| nor2 | 60 |
| xnor2 | 16 |
| nor2b | 13 |
| o41ai | 4 |
| o311ai | 4 |
| a311oi | 2 |
| a2111oi | 4 |
| or2 | 4 |
| mux2 | 15 |
| o211ai | 7 |
| or3 | 4 |
| mux2i | 24 |
| o21ai | 32 |
| fa | 2 |
worst paths after layout:
| kind | to | slack [ns] | cells past startpoint |
|---|---|---|---|
| min | out[11] | 4.81 | 4 |
| max | jmp | 0.59 | 15 |
stage by stage:
stage | instances | area, µm² | hold slack, ns
floorplan | 548 | 3860 | 3.93
global placement | 712 | 4750 | 4.81
detailed placement | 712 | 4750 | 4.80
CTS | 712 | 4750 | 4.81
global route | 712 | 4750 | 4.85
finish | 712 | 4750 | 4.81
worst min-delay path, cell delays in order:
cell and delay (ns):
sky130_fd_sc_hd__clkdlybuf4s50_1 0.40, sky130_fd_sc_hd__nor2_1 0.08, sky130_fd_sc_hd__nor2_1 0.05, sky130_fd_sc_hd__clkdlybuf4s50_1 0.39
final cells by class:
| type | count | share of cell area (%) |
|---|---|---|
| inverters | 58 | 4.58 |
| multi-input cells | 461 | 73.6 |
| well taps | 99 | 2.61 |
| repair buffers | 94 | 19.3 |
report_power, final:
part / switching, W / internal (W) / leakage, nW
Sequential: 0 / 0 / 0
Clock: 0 / 0 / 0
Combinational: 0.000169 / 0.000145 / 2.13
routing by layer:
metal	routed length, µm	vias up
met5	0	-
met4	141	0
met3	969	12
met2	5810	189
met1	5870	2000
li1	-	2146
cell families after synthesis:
group / count (synthesis)
AOI/OAI and AO/OA: 171
adders and majority gates: 61
and+or+nand+nor: 166
buffers and inverters: 87
xor gates and xnor gates: 20
muxes: 43
Power and IR drop assume default switching activity.
